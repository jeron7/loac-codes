$ cat flow/design.v
parameter NINSTR_BITS = 32;
parameter NBITS_TOP = 8, NREGS_TOP = 32, NBITS_LCD = 64;
module top(input  logic clk_2,
           input  logic [NBITS_TOP-1:0] SWI,
           output logic [NBITS_TOP-1:0] LED,
           output logic [NBITS_TOP-1:0] SEG,
           output logic [NBITS_LCD-1:0] lcd_a, lcd_b,
           output logic [NINSTR_BITS-1:0] lcd_instruction,
           output logic [NBITS_TOP-1:0] lcd_registrador [0:NREGS_TOP-1],
           output logic [NBITS_TOP-1:0] lcd_pc, lcd_SrcA, lcd_SrcB,
             lcd_ALUResult, lcd_Result, lcd_WriteData, lcd_ReadData, 
           output logic lcd_MemWrite, lcd_Branch, lcd_MemtoReg, lcd_RegWrite);
  always_comb begin
    lcd_WriteData <= SWI;
    lcd_pc <= 'h12;
    lcd_instruction <= 'h34567890;
    lcd_SrcA <= 'hab;
    lcd_SrcB <= 'hcd;
    lcd_ALUResult <= 'hef;
    lcd_Result <= 'h11;
    lcd_ReadData <= 'h33;
    lcd_MemWrite <= SWI[0];
    lcd_Branch <= SWI[1];
    lcd_MemtoReg <= SWI[2];
    lcd_RegWrite <= SWI[3];
    for(int i=0; i<NREGS_TOP; i++) lcd_registrador[i] <= i+i*16;
    lcd_a <= {56'h1234567890ABCD, SWI};
    lcd_b <= {SWI, 56'hFEDCBA09876543};
  end
  parameter DECREASE_SWI = 0, INCRESE_SWI = 1, RESET_SWI = 7, CLOCK_LED = 7;
  parameter TEMP_NBITS = 3, DRIPPING_LED = 3, CYCLES_NBITS = 4;
  parameter STATE_NBITS = 2;
  enum logic [STATE_NBITS - 1 : 0] {
    NORMAL,
    DRIP
  } state;
  logic clock;
  logic decrease;
  logic increase;
  logic reset;
  always_comb begin
    decrease <= SWI[DECREASE_SWI];
    increase <= SWI[INCRESE_SWI];
    reset <= SWI[RESET_SWI];
  end
  logic [TEMP_NBITS - 1:0] temperature;
  logic dripping;
  logic [CYCLES_NBITS - 1:0] cycles = 4'd0000;
  always_comb begin
    LED[TEMP_NBITS - 1 : 0] <= temperature;
    LED[DRIPPING_LED] <= dripping;
    LED[CLOCK_LED] <= clock;
  end
  always_ff @(posedge clk_2) begin
    clock <= ~clock;
  end
  always_ff @(posedge clock or posedge reset) begin
    if (reset) begin
      state <= NORMAL;
      temperature <= 1'b0;
      dripping <= 1'b0;
      cycles <= 4'd0000;
    end
    else begin
      if (decrease != increase) begin
        if (increase && temperature < 7) begin
          temperature <= temperature + 1'b1;
        end else if (decrease && temperature > 0) begin
          temperature <= temperature - 1'b1;
        end
      end
      unique case (state)
        NORMAL: begin
          cycles <= cycles + 1;
          if (cycles == 4'b1010 && !dripping) begin
            state <= DRIP;
            cycles <= 4'd0000;
            dripping <= 1'b1;
          end
        end
        DRIP: begin
          if (temperature == 3'b111)
            cycles <= cycles + 1;
          if (cycles == 4'b0100) begin
            state <= NORMAL;
            dripping <= 1'b0;
            cycles <= 4'd0000;
          end
        end
      endcase
    end
  end
endmodule
$ cat flow/run.sh
#!/bin/bash
# OpenROAD 26Q1-2900-gdf79404cd8, Yosys 0.63+post, stock flow scripts
make -C /OpenROAD-flow-scripts/flow DESIGN_CONFIG=/design/flow/config.mk WORK_HOME=/design/flow/orfs finish
$ cat flow/config.mk
export PLATFORM = sky130hd
export DESIGN_NAME = top
export DESIGN_NICKNAME = top
export VERILOG_FILES = /design/flow/design.v
export SDC_FILE = /design/flow/constraint.sdc
export NUM_CORES = 4
export LEC_CHECK = 1
export CORE_AREA = 10 10 198 198
export DIE_AREA = 0 0 208 208
export SYNTH_HDL_FRONTEND = slang
$ cat flow/constraint.sdc
current_design top

set clk_period 1.0
set clk_io_pct 0.2

create_clock -name clk0 -period $clk_period [get_ports {clk_2}]

set non_clock_inputs [all_inputs -no_clocks]
set_input_delay [expr $clk_period * $clk_io_pct] -clock clk0 $non_clock_inputs
set_output_delay [expr $clk_period * $clk_io_pct] -clock clk0 [all_outputs]
==> flow_summary.json <==
{
  "startpoint": "SWI[1]",
  "rows": 68,
  "r2r_end": "clock$_DFF_P_",
  "antenna_found_initial": 0,
  "stdcell_count": 1014,
  "hold-worst-slack_ns": 0.400,
  "firstDrtPassIters": 4,
  "worstReg2RegStart": "clock$_DFF_P_",
  "ys_types": 38,
  "fp.dieW_um": 208,
  "min_to": "lcd_WriteData[4]",
  "gp_congestion": 0.792,
  "cap_violations": 0,
  "area_growth_pct": -26.3,
  "path_cells": "buf_4 > clkdlybuf4s50_1",
  "ant_nets": 0,
  "reg2reg_depth": 2,
  "edf_count": 0,
  "syn_area_um2": 4400,
  "grt_setup_unrepaired": "no",
  "syn_inst": 568,
  "hold_violations": 0,
  "yosysWarnings": 11,
  "cp-end-kind": "output pin",
  "start_kind": "primary input",
  "finalClockSkew_ns": 0,
  "largest_area_cell": "buf_4",
  "die_y_um": 208,
  "yosysChipArea_um2": 4400,
  "unclocked_regs": 10,
  "drc_errors": 0,
  "place_inst": 1010,
  "ir_worst_vdd_uv": 149,
  "yosysSeqAreaShare": 0.0617,
  "yosysCellCount": 568,
  "first_iter_violations": 43,
  "drive_gt1_frac": 0.0286,
  "met2_usage": 0.0586,
  "arrival_ns": 0.77,
  "slew_viol_final": 0,
  "status": "finished clean",
  "grt_pass1_wl_mm": 12.0,
  "crit_type": "primary input to output pin",
  "timing.fmax_mhz": 1030,
  "core_area_um2": 34700,
  "insertion_delay_ns": 0,
  "fin_util": 0.0934,
  "antenna_cells": 0,
  "viasPerCell": 1.79,
  "cp_slowest_cell": "clkdlybuf4s50_1",
  "min_period_ns": 0.966,
  "gr-usage-met3": 0.0187,
  "io_buffers": 19,
  "overflow": 0,
  "grt_usage": 0.0315,
  "critical-path-top-delay-family": "buffers and inverters",
  "warning_count": 30,
  "min_from": "SWI[4]",
  "busiest_layer": "met2",
  "top_cell_area_share": 0.834,
  "syn_avg_cell_area_um2": 7.75,
  "grt_pass1_vias": 2280,
  "synthArstFlopShare": 0.909,
  "area_leaders": "buf_4 (83%), dfrtp_1 (5.1%), ha_1 (0.85%), inv_1 (0.85%), o21ai_0 (0.80%)",
  "p_per_area_nw_per_um2": 96.4,
  "grt_util_met1": 0.0301,
  "ioPinCount": 501,
  "cp_slowest_stage_delay_ns": 0.46,
  "p_leak_uw": 0.00196,
  "grt_max_degree": 14,
  "unconstrained_endpoints": 14,
  "ff_type": "dfrtp_1",
  "chipArea_um2": 43300,
  "initCoreUtil": 0.127,
  "r2r_slack_ns": 0.36,
  "n_fill_cell": 4008,
  "vias": 1813,
  "hp-class": "primary input to output pin",
  "cp_max_fo": 5,
  "crit_buf_inv": 2,
  "dp_hpwl_mm": 7.96,
  "finalSetupViolations": 0,
  "wl_per_cell_um": 8.33,
  "cp.required_ns": 0.80,
  "synth_flop_count": 11,
  "finalCritPeriodShare": 0.966,
  "wirelength_mm": 8.45,
  "whs_path_depth": 0,
  "tns_ns": 0,
  "power.total_uw": 313
}
## layout by cell type, fill, tap and decap left out, types with 2 or more instances in the layout
master	count
conb_1	459
inv_1	10
dfrtp_1	9
clkdlybuf4s50_1	9
buf_4	8
o21ai_0	7
nand3_1	4
nand2_1	4
o211ai_1	3
ha_1	3
dlymetal6s2s_1	3
buf_6	3
a21oi_1	2
nor3b_1	2
nor3_1	2
a31oi_1	2
nor2b_1	2
mux2i_1	2
buf_2	2
dlygate4sd2_1	2
## synth_stat cells, drive strengths merged (2+ instances only)
master  number
a31oi        2
nor2b        2
ha           3
nand2        4
buf        493
mux2i        2
o211ai       3
a21oi        2
nand3        4
dfrtp        9
inv         10
conb         2
nor3         2
o21ai        7
nor3b        2
a211oi       2
## how the worst max path moves through the flow
stage | to | cells after the start
CTS | lcd_WriteData[7] | 2
global route | lcd_Branch | 2
finish | lcd_a[1] | 2
## layout make-up
type                            instances  area (um^2)  share of cell area
Timing Repair Buffer                   28          259              0.0799
Multi-Input combinational cell        510         2100               0.649
Inverter                               10         37.5              0.0116
Tap cell                              455          569               0.176
Sequential cell                        11          272              0.0838
## state kept, by name, summed over array words and instances (netlist names)
register,cells
state,2
cycles,4
temperature,3
dripping,1
clock,1
## per-layer routing
layer / part of all wire / up-vias
met3: 0.15 / 6
met1: 0.33 / 791
met2: 0.52 / 229
li1: - / 787
met5: 0 / -
met4: 0.0067 / 0
## stage by stage
stage	area [um^2]	setup WS, ns
5_1_grt	3240	0.00992
4_1_cts	3230	0.0103
2_1_floorplan	6110	0.244
3_5_place_dp	3210	-0.514
6_report	3240	0.0336
3_3_place_gp	3210	-0.519
## cells by family (layout without fill, tap and decap cells)
family	count (synthesis)	count (layout)	share of synthesized area
compound gates	25	25	0.0410
xor+xnor	1	1	0.00199
mux	2	2	0.00455
buf+inv	504	38	0.850
fa+ha+maj	4	4	0.0131
flops	11	11	0.0617
simple gates	19	19	0.0259
other cells	2	459	0.00171
## what timing repair did
item	in CTS	in global routing
setup buffers	4	0
endpoints found under the hold margin	0	0
resized	22	4
setup endpoints to repair	11	4
gates cloned	0	0
hold buffers	0	0
## power breakdown
part           internal [uW]  switching, uW  total, uW  leakage [uW]
sequential              41.5              0       41.5      0.000131
clock                      0              0          0             0
combinational           79.3            192        271       0.00183
total                    121            192        313       0.00196
Power figures rest on the tool's default switching activity, not on a simulated workload.
